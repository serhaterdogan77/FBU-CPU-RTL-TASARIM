File: ./run.sh
#!/bin/bash
# OpenROAD 26Q1-2900-gdf79404cd8, Yosys 0.63+post, stock flow scripts
make -C /OpenROAD-flow-scripts/flow DESIGN_CONFIG=/design/flow/config.mk WORK_HOME=/design/flow/orfs finish
File: ./config.mk
export PLATFORM = sky130hd
export DESIGN_NAME = FBCPU
export DESIGN_NICKNAME = FBCPU
export VERILOG_FILES = /design/flow/design.v
export SDC_FILE = /design/flow/constraint.sdc
export NUM_CORES = 4
export LEC_CHECK = 1
export CORE_UTILIZATION = 50
File: ./constraint.sdc
current_design FBCPU

set clk_period 9.4
set clk_io_pct 0.2

create_clock -name clk0 -period $clk_period [get_ports {clk}]

set non_clock_inputs [all_inputs -no_clocks]
set_input_delay [expr $clk_period * $clk_io_pct] -clock clk0 $non_clock_inputs
set_output_delay [expr $clk_period * $clk_io_pct] -clock clk0 [all_outputs]
File: ./design.v
`timescale 1ns / 1ps
module FBCPU #(
    parameter ADDRESS_WIDTH = 6,
    parameter DATA_WIDTH = 10
)(
    input clk, 
    input rst, 
    output reg [DATA_WIDTH-1:0] MDRIn, 
    output reg RAMWr, 
    output reg [ADDRESS_WIDTH-1:0] MAR, 
    input [DATA_WIDTH-1:0] MDROut, 
    output reg [5:0] PC
);
reg [DATA_WIDTH - 1:0] IR, IRNext;
reg [5:0] PCNext;
reg [9:0] ACC, ACCNext;
reg [2:0] durum, durumNext;
always@(posedge clk) begin
    durum       <= #1 durumNext;
    PC          <= #1 PCNext;
    IR          <= #1 IRNext;
    ACC         <= #1 ACCNext;
end
always@(*) begin
    durumNext   = durum;
    PCNext      = PC;
    IRNext      = IR;
    ACCNext     = ACC;
    MAR         = 0;
    RAMWr       = 0;
    MDRIn       = 0;
    if(rst) begin
        durumNext   = 0;
        PCNext      = 0;
        MAR         = 0;
        RAMWr       = 0;
        IRNext      = 0;
        ACCNext     = 0;
        MDRIn       = 0;
    end else begin
        case(durum)
            0: begin
                MAR = PC;
                RAMWr = 0;
                durumNext = durum + 1;
            end
            1: begin
                IRNext = MDROut;
                PCNext = PC + 1;
                durumNext = durum + 1;
            end
            2: begin
                if(IR[9:6] < 6) begin
                    MAR = IR[5:0];
                    durumNext = 3;
                end else if(IR[9:6] ==  6) begin
                    PCNext = IR[5:0];
                    durumNext = 0;
                end else if(IR[9:6] == 7) begin
                    if(ACC == 0) begin
                        PCNext = IR[5:0];
                    end
                    durumNext = 0;
                end else if(IR[9:6] == 8) begin
                    durumNext = 0;
                end else if(IR[9:6] == 9) begin
                    durumNext = 4;
                end
            end
            3: begin
				durumNext = 0;
				RAMWr = 0;
				MAR = 0;
				if(IR[9:6] == 0) begin
					ACCNext=MDROut;
				end else if(IR[9:6] ==  1) begin
					MAR=IR[5:0];
					RAMWr=1;
					MDRIn=ACC;
				end else if(IR[9:6] ==  2) begin
					ACCNext=ACC + MDROut;
				end else if(IR[9:6] ==  3) begin
					ACCNext=ACC - MDROut;
				end else if(IR[9:6] ==  4) begin
					ACCNext=ACC * MDROut;
				end else if(IR[9:6] ==  5) begin
					ACCNext= ACC;
				end	
            end
            4: begin
                durumNext   = durum;
                PCNext      = PC;
                IRNext      = IR;
                ACCNext     = ACC;
            end
        endcase
    end
end
endmodule
==> results.tsv <==
metric	value	unit
result of the run	finished, final reports clean	
required time of the worst setup path	9.60	ns
root buf cell	sky130_fd_sc_hd__clkbuf_8	
number of standard cells reported by yosys	525	
data arrival time of the worst path	6.82	ns
unrepaired setup endpoints after global routing	no	
Residual DRC	0	
Layout Skew	0.01146	ns
Latency at later pin	0.28	ns
top achievable clock speed	0.1510	GHz
capture point of the worst path	ACC[9]$_SDFFE_PP0P_	
clock transition time at the flip-flop clock pins of the worst setup and hold paths	0.06	ns
Chip Area, Yosys	4059	um2
Setup WS post-layout	2.779	ns
Area leader share	14.80	%
PD cells	165.3	nW/um2
ys async rst share	0	%
worst reg2reg endpoint	ACC[9]$_SDFFE_PP0P_	
Vias per Instance	5.743	
setup slack of the most critical reg-to-reg path	4.42	ns
actual transition at the worst max-transition pin	0.9753	ns
maximum number of pins on one net before global-route repair	33	
TNS Setup	0	ns
height of the chip	92.10	um
max-capacitance violation count	0	
placed wire-length estimate	8.571	mm
total overflow reported by the global router	0	
Starting DRT DRC Count	150	
area of the core	7807	um2
buffer count from post-CTS setup fixing	0	
overall routing resource usage	29.92	%
total vias in the final route	3704	
number of endpoints with negative hold slack in the final report	0	
number of global-route vias before repair	3572	
area after detailed placement	4412	um2
most area-consuming cells after synthesis	sky130_fd_sc_hd__ha_1 15%, sky130_fd_sc_hd__dfxtp_1 14%, sky130_fd_sc_hd__fa_1 12%, sky130_fd_sc_hd__nand2_1 7.3%, sky130_fd_sc_hd__nor2_1 4.7%	
Final Instance Count excl. Fillers	645	
post-route cell area	4494	um2
Yosys Warn Count	1	
number of cells produced by synthesis	525	
CTS Sinks	29	
clock tree buffer depth	2	
RD Place Congestion	0.9522	
core utilization at floorplan	51.99	%
max-slew headroom at the worst pin	34.85	%
minimum clock period	6.621	ns
CTS tree	yes	
routed wire length	11.33	mm
Synth area leader	sky130_fd_sc_hd__ha_1	
critical-path maximum fanout	7	
total of endpoints with negative setup slack in the final report	0	
number of enable flip-flop cells	0	
number of cells on the worst reg-to-reg path	16	
mean instance size in the synthesized netlist	7.731	um2
most common cell after layout, fill and taps aside	sky130_fd_sc_hd__nand2_1	
worst slack after detailed placement	2.510	ns
Log Warnings	38	
cell resize tally after clock tree synthesis	0	
crit start category	input pin	
Post-DRT Antenna Nets	0	
number of unique standard cell types used by synthesis	68	
dominant register cell in the synthesized netlist	sky130_fd_sc_hd__dfxtp_1	
number of H-tree levels	2	
Worst Min Path Start	IR[5]$_SDFFE_PP0P_	
Port Buf Inserts	34	
antenna violations before repair	0	
first-pass GRT wire length	18.97	mm
Setup crit end kind	flip-flop	
Placed Instances	637	
row count	32	
start point of the critical path	MDROut[4]	
Post-CTS Hold Fix Bufs	0	
most used cells in the layout excluding fill and tap cells	79 x sky130_fd_sc_hd__nand2_1, 51 x sky130_fd_sc_hd__nor2_1, 48 x sky130_fd_sc_hd__ha_1, 44 x sky130_fd_sc_hd__inv_1	
max-slew violation count	0	
CP Class	in -> reg	
Die Footprint	8482	um2
IO Count	35	
first-pass detailed-route iteration total	5	
share of post-route cells with drive strength above 1	4.972	%
number of synthesized register bits	29	
wire length per cell after detailed routing	17.56	um
Cell Area, Synth	4059	um2
worst hold path type	reg -> reg	
width of the die	92.10	um
share of synthesized area occupied by flip-flops and latches	14.30	%
Inserted Diodes	0	
Layout area overhead	10.73	%
worst ir drop on vdd	0.1019	mV
part of the cycle the worst path needs	70.43	%
Pleak	1.951	nW
fraction of the core area covered by cells at the end of the flow	57.56	%
clock buffers created by TritonCTS	5	
startpoint of the most critical register-to-register path	ACC[1]$_SDFFE_PP0P_	
==> critical path, cell delays in order <==
cell and delay [ns]:
sky130_fd_sc_hd__clkdlybuf4s50_1 0.66, sky130_fd_sc_hd__ha_1 0.36, sky130_fd_sc_hd__inv_1 0.11, sky130_fd_sc_hd__fa_1 0.54, sky130_fd_sc_hd__inv_1 0.04, sky130_fd_sc_hd__ha_1 0.29, sky130_fd_sc_hd__fa_1 0.53, sky130_fd_sc_hd__fa_1 0.52
sky130_fd_sc_hd__fa_1 0.44, sky130_fd_sc_hd__xor2_1 0.18, sky130_fd_sc_hd__xnor2_1 0.20, sky130_fd_sc_hd__xnor2_1 0.17, sky130_fd_sc_hd__xnor3_1 0.44, sky130_fd_sc_hd__xnor2_1 0.18, sky130_fd_sc_hd__nand2_1 0.09, sky130_fd_sc_hd__a211oi_2 0.19
==> cells by family (layout without fill, tap and decap cells) <==
kind of cell	count (synthesis)	in the layout	synth area share, %
AND-OR/OR-AND	119	119	20.75
XOR/XNOR	25	25	6.258
adder cells (fa/ha/maj)	72	72	26.63
buffers and inverters	74	92	7.860
flip-flops	29	29	14.30
multiplexers	3	3	0.7399
AND/OR/NAND/NOR	203	203	23.46
==> layer usage <==
metal  vias to the layer above  global-route usage, %  part of all wire [%]
met4                         0                  3.385                   1.1
met3                         9                  6.076                   6.5
li1                       1834                      -                     -
met2                       112                  44.84                    44
met5                         -                      0                     0
met1                      1749                  47.15                    49
==> cell usage after synthesis, types with 4 or more instances <==
master and count:
sky130_fd_sc_hd__nand2_1 79, sky130_fd_sc_hd__nor2_1 51, sky130_fd_sc_hd__ha_1 48, sky130_fd_sc_hd__inv_1 44, sky130_fd_sc_hd__a21oi_1 34, sky130_fd_sc_hd__dfxtp_1 29
sky130_fd_sc_hd__fa_1 24, sky130_fd_sc_hd__and2_1 21, sky130_fd_sc_hd__xnor2_1 14, sky130_fd_sc_hd__a211oi_1 11, sky130_fd_sc_hd__buf_2 11, sky130_fd_sc_hd__clkbuf_1 11
sky130_fd_sc_hd__nand3_1 10, sky130_fd_sc_hd__o21ai_0 10, sky130_fd_sc_hd__a22oi_1 9, sky130_fd_sc_hd__xor2_1 8, sky130_fd_sc_hd__nand2b_1 7, sky130_fd_sc_hd__nor2b_1 6
sky130_fd_sc_hd__nor3_1 6, sky130_fd_sc_hd__o31ai_1 6, sky130_fd_sc_hd__a21o_1 5, sky130_fd_sc_hd__nor4_1 5, sky130_fd_sc_hd__o211ai_1 5, sky130_fd_sc_hd__o21ai_1 5
sky130_fd_sc_hd__a31oi_1 4, sky130_fd_sc_hd__o21a_1 4
==> worst min path at each step <==
stage                 slack (ns)                  to  depth (start not counted)
after CTS                   0.48  IR[5]$_SDFFE_PP0P_                          2
after global routing        0.51  IR[0]$_SDFFE_PP0P_                          2
final                       0.48  IR[5]$_SDFFE_PP0P_                          2
==> registers in the layout, summed over array words and instances, names as in the netlist <==
name,cells
ACC,10
IR,10
PC,6
durum,3
==> cell type report <==
| class | instances | area (um2) |
|---|---|---|
| Timing Repair Buffer | 38 | 370.4 |
| Clock inverter | 2 | 10.01 |
| Fill cell | 731 | 3313 |
| Clock buffer | 6 | 72.57 |
| Sequential cell | 29 | 580.6 |
| Multi-Input combinational cell | 422 | 3159 |
| Tap cell | 102 | 127.6 |
| Inverter | 46 | 173.9 |
==> power breakdown <==
part	switching, W	leakage [nW]	internal [W]
Combinational	0.000269	1.67	0.000170
Sequential	0.0000539	0.236	0.000149
Clock	0.0000492	0.0450	0.0000512
Total	0.000372	1.95	0.000371
==> through the flow <==
step | total power (W) | hold WS [ns]
global route | 0.0008188 | 0.5068
finish | 0.0007429 | 0.4764
global placement | 0.0006365 | 0.4648
detailed placement | 0.0006358 | 0.4698
floorplan | 0.0005239 | 0.4500
CTS | 0.0007414 | 0.4798
Power is estimated from default activity; no workload was simulated.
