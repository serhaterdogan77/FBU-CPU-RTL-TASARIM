<file path="./run.sh">
#!/bin/bash
# OpenROAD 26Q1-2900-gdf79404cd8, Yosys 0.63+post, stock flow scripts
make -C /OpenROAD-flow-scripts/flow DESIGN_CONFIG=/design/flow/config.mk WORK_HOME=/design/flow/orfs finish
</file>
<file path="./config.mk">
export PLATFORM = sky130hd
export DESIGN_NAME = blram
export DESIGN_NICKNAME = blram
export VERILOG_FILES = /design/flow/design.v
export SDC_FILE = /design/flow/constraint.sdc
export NUM_CORES = 4
export LEC_CHECK = 1
export CORE_UTILIZATION = 30
</file>
<file path="./constraint.sdc">
current_design blram

set clk_period 11.7
set clk_io_pct 0.2

create_clock -name clk0 -period $clk_period [get_ports {clk}]

set non_clock_inputs [all_inputs -no_clocks]
set_input_delay [expr $clk_period * $clk_io_pct] -clock clk0 $non_clock_inputs
set_output_delay [expr $clk_period * $clk_io_pct] -clock clk0 [all_outputs]
</file>
<file path="./design.v">
module blram(clk, rst, i_we, i_addr, i_ram_data_in, o_ram_data_out);
parameter SIZE = 6;
parameter DEPTH = 64;
parameter TEST_CASE = 2;
input clk; 
input rst;
input i_we;
input [SIZE-1:0] i_addr;
input [9:0] i_ram_data_in;
output reg [9:0] o_ram_data_out;
reg [9:0] memory[0:DEPTH-1];
always @(posedge clk) begin
  o_ram_data_out <= #1 memory[i_addr[SIZE-1:0]];
  if (i_we)
		memory[i_addr[SIZE-1:0]] <= #1 i_ram_data_in;
end 
initial begin
    if(TEST_CASE == 1) begin
	   memory[0] = 10'b0000_110010;  
memory[1] = 10'b0010_110011;  
memory[2] = 10'b0001_110100;  
memory[3] = 10'b1001_000000;  
memory[50] = 10'b0000_000101;  
memory[51] = 10'b0000_001010;  
	end else if(TEST_CASE == 2) begin
	   memory[0] = 10'b0000_110010;  
memory[1] = 10'b0100_110011;  
memory[2] = 10'b0001_110100;  
memory[3] = 10'b1001_000000;  
memory[50] = 10'b0000_000101;  
memory[51] = 10'b0000_001010;  
	end else if(TEST_CASE == 3) begin
	   memory[0]= 10'b0000_110011;  
memory[1]= 10'b0011_110001;  
memory[2]= 10'b0111_001010;  
memory[3]= 10'b0000_110000;  
memory[4]= 10'b0010_110010;  
memory[5]= 10'b0001_110000;  
memory[6]= 10'b0000_110001;  
memory[7]= 10'b0010_101110;  
memory[8]= 10'b0001_110001;  
memory[9]= 10'b0110_000000;  
memory[10]= 10'b0000_110000;  
memory[11]= 10'b0001_110100;  
memory[12]= 10'b1001_000000; 
memory[46]= 10'b1;  
memory[48]= 10'b0;  
memory[49]= 10'b0;  
memory[50]= 10'b0000000101;  
memory[51]= 10'b0000001010;  
	end
end 
endmodule
</file>
==> out/qor.csv <==
stage,metric,value,unit
status,outcome,finished clean,
synth,xor/xnor share,0,
cts,clk slew on worst S/H paths,0.06,ns
synth,mapped cell area,0.0251,mm²
floorplan,io pins,29,
final_timing,RSZ-0062 raised after global routing,false,
floorplan,Starting Density,0.304,
final_timing,clock skew,0.0238,ns
final_timing,"Period Utilization, post-route",0.478,
pwr,Pwr Density,168,mW/mm²
critical_path,CP endpoint kind,flop,
critical_path,"Data required, critical path",12.00,ns
routing,vias post-DR,14100,
cts,"Hold-fix buffers, CTS",0,
critical_path,critical path's slowest cell,nor2_1,
final_timing,"Hold Vio Cnt, Final",0,
routing,vias per cell,5.36,
synth,# Cells Yosys,1430,
critical_path,Crit Path Category,input pin to flop,
cts,CTS tree,built,
placement,final RePlAce weighted congestion,0.950,
floorplan,Die Y,291,µm
floorplan,die area,0.0847,mm²
min_path,hold path start,memory[24][5]$_DFFE_PP_,
floorplan,Core Region,0.0824,mm²
finish,layout overhead on the synthesized area,15.3,%
cts,Num CTS Buffers,67,
final_timing,Finish-stage setup viols,0,
cts,clk root buf,clkbuf_16,
critical_path,cell family with most CP delay,simple AND/OR/NAND/NOR gates,
cts,H-tree levels,3,
synth,Dominant combinational family,AND-OR/OR-AND gates,
flow_run,# Max-Cap Violations,0,
critical_path,reg2reg setup slack,9.33,ns
final_timing,max frequency,179,MHz
global_routing,initial antenna violation count,2,
final_timing,setup TNS,0,ns
pwr,Pleak,0.00909,µW
routing,Total Wirelength,66.4,mm
global_routing,GRT Util Overall,0.167,
routing,wire length per cell,25.2,µm
routing,DRT Pass-1 Iters,5,
global_routing,global-route wire length before repair,97.7,mm
placement,post-DP HPWL,38.4,mm
min_path,worst hold-check path type,flop to flop,
routing,drt initial violations,1033,
floorplan,row count,105,
synth,Syn Inst Count,1430,
global_routing,GRT Residual Overflow,0,
finish,share of layout cells above drive strength 1,0.166,
critical_path,Critical path buffers and inverters,5,
critical_path,most frequent cell on the critical path,buf_4,
critical_path,CP Cell Sequence,"buf_4, buf_4, buf_4, nor2_4, buf_4, nand3_1, nor2_1, buf_4",
synth,MUX area fraction,0.0542,
critical_path,CP arrival,5.90,ns
critical_path,r2r endpoint,o_ram_data_out[7]$_DFF_P_,
min_path,worst hold stages,4,
synth,"Avg Cell Area, Syn",17.5,µm²
global_routing,largest net degree at the start of global routing,100,
synth,Unique cell types,54,
cts,CTS resizes,0,
critical_path,Startpoint Class,input pin,
global_routing,number of global-route vias before repair,14800,
routing,DRC,0,
routing,Ant. Diodes,0,
synth,yosys aoi share,0.113,
placement,dpl cells,2517,
flow_run,tool warnings,26,
final_timing,Worst-Margin Slew,1.17,ns
final_timing,Worst slew margin,0.210,
cts,TritonCTS Sinks,650,
critical_path,largest stage delay on the critical path,0.73,ns
critical_path,worst reg-to-reg path cell count,6,
synth,and+or+nand+nor area frac,0.0343,
critical_path,Reg-to-Reg Start,memory[59][7]$_DFFE_PP_,
cts,clk ins delay skew pair,0.60,ns
critical_path,Critical Path Fanout Max,49,
routing,final antenna-violating net count,0,
cts,CTS Buffer Depth,3,
finish,Filler cells,7430,
min_path,end of the worst hold path,o_ram_data_out[5]$_DFF_P_,
synth,fa+ha+maj area frac,0,
synth,YS chip area,0.0251,mm²
final_timing,pins over their slew limit,0,
floorplan,Die W,291,µm
synth,sequential area share after synthesis,0.775,
placement,I/O Buffers,27,
pwr,Peak VDD IR,0.101,mV
synth,Commonest flop,edfxtp_1,
final_timing,fin crit period,5.59,ns
cts,setup repair bufs after CTS,0,
finish,Post-Layout Cell Count,2636,
synth,asr flop ratio synth,0,
synth,Synth flops,650,
synth,"EDFF count, synth",640,
synth,Synth Warn #,1,
[layout by cell type (no fill, tap or decap), types with 14 or more instances in the layout]
cell / n
edfxtp_1: 640
a221oi_1: 100
buf_4: 99
nor2_1: 96
clkbuf_16: 71
a22oi_1: 65
mux2i_1: 58
o22ai_1: 45
mux2_2: 33
nand2_1: 30
a21oi_1: 30
o22a_1: 22
clkbuf_1: 22
o21ai_0: 20
mux4_2: 14
clkdlybuf4s50_1: 14
[state kept, by name, summed over array words and instances, names as in the netlist]
| register | flops |
|---|---|
| memory | 640 |
| o_ram_data_out | 10 |
[synth_stat cells (3+ instances only)]
cell type  number  share of area
dfxtp_1        10         0.0080
nor2_1         98          0.015
nand4_1         3        0.00075
mux4_1          3         0.0031
buf_2          48         0.0096
a22oi_1        65          0.019
a21oi_1        30         0.0060
o22a_1         22         0.0077
buf_6           6         0.0027
o32ai_1         4         0.0014
mux4_2         14          0.013
buf_1          10         0.0015
clkbuf_1       37         0.0055
nand3b_1        3        0.00090
a211oi_1       13         0.0039
mux2i_1        58          0.023
edfxtp_1      640           0.77
o221ai_1        4         0.0014
or4_1           5         0.0015
a221oi_1      100          0.035
and3_1          9         0.0022
or3_1           6         0.0015
nor2b_1         7         0.0017
inv_2           3        0.00045
a31oi_1        13         0.0032
a211o_1         3         0.0010
a22o_1         10         0.0035
o21bai_1        4         0.0012
o22ai_1        45          0.011
a221o_1        11         0.0044
nand2_1        30         0.0045
o211ai_1        4         0.0012
nor3_1          6         0.0012
nand3_1        13         0.0026
a222oi_1        3         0.0012
mux2_2         33          0.015
a311oi_1        9         0.0031
a221oi_2        3         0.0018
o21ai_0        20         0.0040
buf_4           6         0.0018
[routing by layer]
layer  share of wire  vias up  global-route usage
li1                -     6128                   -
met1            0.36     7001               0.198
met2            0.46      876               0.251
met3            0.15      119               0.117
met4           0.029        2              0.0419
met5         0.00014        -             0.00113
[through the flow]
stage               power (µW)  area (µm²)  setup WS, ns   util  hold slack, ns
floorplan                 2770       25100          7.35      -           0.566
global placement          2900       26800          5.53  0.326           0.674
detailed placement        2910       26800          5.53  0.326           0.674
CTS                       4880       28900          6.14  0.351           0.696
global route              4990       28900          5.96  0.351           0.743
finish                    4850       28900          6.11  0.351           0.704
[power breakdown]
group          total [µW]  leakage [µW]  switching (µW)  internal [µW]
clock                1990      0.000992             837           1150
combinational         276       0.00225             191           84.2
sequential           2580       0.00584            4.74           2580
total                4850       0.00909            1030           3820
[worst min-delay path: cells and delay by family (launching register included)]
kind / cells / cell delay (ns)
simple gates: 2 / 0.19
flops: 1 / 0.32
compound gates: 2 / 0.14
[cells by family after synthesis]
kind of cell,count (synthesis)
AOI/OAI and AO/OA,370
buffers and inverters,112
DFF,650
muxes,109
and+or+nand+nor,189
[worst max-delay path by stage]
stage,to,cells after the start,startpoint
final,memory[36][3]$_DFFE_PP_,8,i_addr[0]
after CTS,memory[36][5]$_DFFE_PP_,8,i_addr[0]
after global routing,memory[36][3]$_DFFE_PP_,8,i_addr[0]
[area by class of cell]
type,instances,area (µm²),area share
Sequential cell,650,19400,0.673
Multi-Input combinational cell,668,5090,0.176
Clock buffer,93,1860,0.0644
Tap cell,1070,1340,0.0464
Timing Repair Buffer,126,985,0.0341
Clock inverter,26,171,0.00594
Inverter,3,11.3,0.000390
Power figures rest on the tool's default switching activity, not on a simulated workload.
